$ cat flow/design.v
module alu(
  input logic [31:0] iA,
  input logic [31:0] iB,
  input logic [2:0] iF,
  output logic [31:0] oY,
  output logic oZero
);
always_comb
  case(iF)
    3'b000: oY = iA & iB;
    3'b001: oY = iA | iB;
    3'b010: oY = iA + iB;
    3'b011: oY = 0;
    3'b100: oY = iA & ~iB;
    3'b101: oY = iA | ~iB;
    3'b110: oY = iA - iB;
    3'b111: oY = (iA < iB ? 32'd1 : 32'd0);
    default: oY = 0;
  endcase
  assign oZero = (oY == 0 ? 1'b1 : 1'b0);
endmodule
$ cat flow/constraint.sdc
current_design alu

set clk_period 21.2
set clk_io_pct 0.2

create_clock -name clk0 -period $clk_period

set non_clock_inputs [all_inputs -no_clocks]
set_input_delay [expr $clk_period * $clk_io_pct] -clock clk0 $non_clock_inputs
set_output_delay [expr $clk_period * $clk_io_pct] -clock clk0 [all_outputs]
$ cat flow/config.mk
export PLATFORM = sky130hd
export DESIGN_NAME = alu
export DESIGN_NICKNAME = alu
export VERILOG_FILES = /design/flow/design.v
export SDC_FILE = /design/flow/constraint.sdc
export NUM_CORES = 4
export LEC_CHECK = 1
export CORE_UTILIZATION = 50
$ cat flow/run.sh
#!/bin/bash
# OpenROAD 26Q1-2900-gdf79404cd8, Yosys 0.63+post, stock flow scripts
make -C /OpenROAD-flow-scripts/flow DESIGN_CONFIG=/design/flow/config.mk WORK_HOME=/design/flow/orfs finish
==> results_slide.txt <==
Physical Implementation Snapshot

Timing
  – Post-layout period usage: 63.5%
  – Total negative slack: 0 ns
  – Worst-Margin Slew: 0.961 ns
  – Setup violators final: 0
  – Slack of the critical path: 7.73 ns
  – Slew Viols, Final: 0
  – Worst slew margin: 35.8%
  – Minimum clock period: 13.47 ns
  – Final Hold Viols: 0
  – Fmax: 0.0743 GHz
  – RSZ-0062 raised after global routing: false

Logic synthesis
  – Simple share: 21.7%
  – Mux area share: 1.97%
  – Yosys warnings: 1
  – Aoi share: 39.6%
  – XORs/XNORs by Area: 8.46%
  – Synth Seq Share: 0%
  – Cell Area, Synth: 0.00507 mm2
  – Yosys adder share: 19.1%
  – Cell count in the Yosys report: 782
  – Mapped Cells: 782
  – Top cells, area: ha_1 16%, a21oi_1 10%, inv_1 4.8%, nor2_1 4.6%, xor2_1 4.3%
  – YS chip area: 0.00507 mm2
  – Yosys cell types: 80
  – Top non-seq family: AND-OR/OR-AND gates
  – Syn avg cell area: 6.49 um2
  – Leading area contributor after synthesis: ha_1
  – Dominant cell area share: 15.5%

Cells and area
  – Non-Filler Instances: 978
  – Most common logic cells in the final layout: 101 x a21oi_1, 99 x clkdlybuf4s50_1, 65 x inv_1
  – Sequential cell area: 0 um2
  – FILL cells: 900
  – Comb gate area: 0.00461 mm2
  – Share of cells above drive strength 1: 2.84%
  – Flop count: 0
  – CLK BUF: 0
  – Dominant logic cell type in the layout: a21oi_1
  – Layout area overhead: 20.5%

GRT
  – Largest net degree at the start of global routing: 45
  – Initial antenna violation count: 0
  – Vias in the first global route: 5704
  – GRT Util Overall: 36.0%
  – Global-route wire length before repair: 29200 um
  – GRT overflow: 0

Drt
  – Routed Antenna Nets: 0
  – Routed length per placed instance: 19.4 um
  – Diodes inserted: 0
  – Pre-antenna DRT Iters: 5
  – Via Count: 6292
  – DRC Markers: 0
  – Mean number of vias per cell: 6.43
  – DRT iter0 DRCs: 418
  – Post-Route WL: 19000 um

Pwr
  – Leakage Power: 2.46 nW
  – VDD IR-drop max: 0.0000146 V
  – Pwr Total: 0.000180 W
  – PwrDens: 29.5 mW/mm2

Min path
  – Worst hold path type: in2out

Floorplanning
  – # IOs: 100
  – Die Area: 0.0106 mm2
  – Chip height: 103 um
  – Die width: 103 um
  – Row cnt: 36
  – Core Region: 0.00982 mm2
  – Core Density at Floorplan: 51.7%

Critical path
  – Worst Path Arrival: 9.23 ns
  – CP Capture Type: primary output
  – Crit start category: primary input
  – Required time of the critical path: 16.96 ns
  – Crit-path max FO: 5
  – Worst Path Class, Setup: in2out

Placement
  – Final GP Congestion: 1.12
  – Final HPWL DP: 14700 um
  – Port buffer count: 100
  – DP Worst Slack: 7.87 ns
  – Placed cells: 978

Outcome
  – Outcome: finished clean

Clocking
  – # hold bufs at CTS: 0
  – Postcts setup bufs: 0
  – Post-CTS Resized: 0

Job
  – Log Warnings: 64
  – Total of max-cap violations: 0
stage by stage:
stage               hold slack, ns  cell area (um2)  utilization [%]
floorplan                     8.58             5070                -
global placement              9.58             6110             62.3
detailed placement            9.58             6110             62.3
CTS                           9.58             6110             62.3
global route                  9.61             6110             62.3
finish                        9.58             6110             62.3
path summary, 6_finish.rpt:
check | startpoint | to | cells past startpoint
max | iB[0] | oZero | 16
min | iF[2] | oY[27] | 5
logic make-up (layout without fill, tap and decap cells):
logic type	count (synthesis)	in the layout
buffers and inverters	119	182
AND-OR/OR-AND	301	301
adder cells (fa/ha/maj)	79	79
multiplexers	10	10
AND/OR/NAND/NOR	224	224
XOR/XNOR	49	49
layout make-up:
cell class / instances / area share [%]
Multi-Input combinational cell: 663 / 75.3
Tap cell: 133 / 2.72
Inverter: 72 / 4.42
Timing Repair Buffer: 110 / 17.5
synth_stat cells (all sizes together), types with 4 or more instances:
cell type,number
or3,8
clkinv,4
o211ai,12
maj3,14
mux2i,10
ha,63
nor2,63
a31oi,12
o221ai,5
a221oi,4
o21bai,9
o31a,6
inv,68
nand2b,9
a21oi,102
a2111oi,9
nand2,54
and3,4
nor2b,10
nor3,19
a211oi,14
o21ai,42
o22ai,9
clkbuf,30
xor2,25
xnor2,24
nor4,16
nand3,15
or2,4
o21a,7
a21o,6
nor3b,4
nand4,8
o311ai,7
buf,17
o31ai,21
layer usage:
| layer | GRT usage, % | vias to the layer above | routed length, um |
|---|---|---|---|
| met5 | 0 | - | 0 |
| met4 | 10.5 | 0 | 674 |
| met3 | 7.79 | 66 | 2030 |
| met2 | 56.9 | 346 | 8280 |
| met1 | 49.3 | 2842 | 7990 |
| li1 | - | 3038 | - |
report_power, final:
| group | switching (W) | leakage (nW) | internal, W |
|---|---|---|---|
| combinational | 0.000103 | 2.46 | 0.0000774 |
| sequential | 0 | 0 | 0 |
| clock | 0 | 0 | 0 |
critical path: stages:
cell             delay (ns)
clkdlybuf4s50_1        0.52
ha_1                   0.19
inv_1                  0.06
fa_1                   0.38
o21bai_1               0.23
nand3_1                0.26
a2111oi_1              0.96
nor4_1                 0.13
nor3_1                 0.19
o32ai_1                0.17
a2111oi_0              0.43
nand4b_1               0.22
nor4_1                 0.39
nand4bb_1              0.20
nor4_2                 0.17
clkdlybuf4s50_1        0.50
No activity file was given, so power comes from the tool's default toggle rates.
