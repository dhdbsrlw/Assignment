`flow/design.v`:
```
module dmem(
  input logic iClk,
  input logic iWe,
  input logic [31:0] iAddr,
  input logic [31:0] iWdata,
  output logic [31:0] oRdata
);
  logic [31:0] mem[31:0];
  always_ff@(posedge iClk)
    if(iWe)
      mem[iAddr[6:2]] <= iWdata;
  assign oRdata = mem[iAddr[6:2]];
endmodule
```
`flow/run.sh`:
```
#!/bin/bash
# OpenROAD 26Q1-2900-gdf79404cd8, Yosys 0.63+post, stock flow scripts
make -C /OpenROAD-flow-scripts/flow DESIGN_CONFIG=/design/flow/config.mk WORK_HOME=/design/flow/orfs finish
```
`flow/config.mk`:
```
export PLATFORM = sky130hd
export DESIGN_NAME = dmem
export DESIGN_NICKNAME = dmem
export VERILOG_FILES = /design/flow/design.v
export SDC_FILE = /design/flow/constraint.sdc
export NUM_CORES = 4
export LEC_CHECK = 1
export CORE_UTILIZATION = 50
```
`flow/constraint.sdc`:
```
current_design dmem

set clk_period 7.4
set clk_io_pct 0.2

create_clock -name clk0 -period $clk_period [get_ports {iClk}]

set non_clock_inputs [all_inputs -no_clocks]
set_input_delay [expr $clk_period * $clk_io_pct] -clock clk0 $non_clock_inputs
set_output_delay [expr $clk_period * $clk_io_pct] -clock clk0 [all_outputs]
```
==> changes_impl.md <==
### Metrics

- Status: finished clean
- Critical path's top delay family: buffers and inverters
- CTS Buffer Depth: 3
- Area grow syn2layout: 15.13%
- Cell Type Count: 22
- Die width: 281.6 um
- CP Launch Type: primary input
- Maximum clock rate: 152.3 MHz
- Final hold slack: 1.644 ns
- Maximum vdd drop: 183.5 uV
- Final setup margin: 0.8353 ns
- # DRC: 0
- Fin crit period: 6.565 ns
- Finished Core Util: 0.5811
- Layout cells sized above 1: 0.1317
- First-pass GRT wire length: 132000 um
- Grt met2 use: 0.3760
- Number of cells in Yosys stat: 2075
- Die height: 281.6 um
- H-tree Lvls: 3
- # resized after CTS: 0
- WL/cell: 27.39 um
- Critical Setup Path Class: in2out
- WP data required: 5.92 ns
- Final hold violations: 0
- FP Util: 0.5047
- Worst path max stage delay: 0.85 ns
- GR Util met3: 0.1960
- Post-synth EDFFs: 1024
- Grt met1 use: 0.3524
- Total die size: 79320 um2
- Instance count on the critical path: 7
- Setup tns final: 0 ns
- Crit path arrival time: 5.08 ns
- Post-synth ARST share: 0
- Fin. max-slew vios: 0
- Hold Path Origin: iWdata[0]
- Slew at the pin closest to its max-slew limit: 0.9789 ns
- I/O pins: 98
- Hold Path Class: in2reg
- Post-DRT Antenna Nets: 0
- Final HPWL DP: 49090 um
- Crit path cell chain: clkdlybuf4s50_1, buf_4, or4b_4, o22ai_1, nor4_1, nand2_1, clkdlybuf4s50_1
- Post-synth seq share: 0.7864
- Tot GR Track Use: 0.2642
- Most frequent logic cell in the layout: edfxtp_1
- MaxCap Viol Count: 0
- Via-per-instance ratio: 5.902
- Number of global-route vias before repair: 20.50k
- Port Buffer Count: 70
- Top Layout Cells: edfxtp_1 (1024), mux2i_1 (512), o22ai_1 (256)
- Core Rows: 102
- Root buffer cell: clkbuf_16
- Syn Area/Cell: 18.84 um2
- RSZ-0062 raised after global routing: false
- Mapped Area: 39100 um2
- Worst Setup SP: iAddr[5]
- Max reg flops: 1024
- Tool warnings: 53
- Leak: 0.01548 uW
- Hold depth: 2
- Final GP Congestion: 0.8247
- Place WS: 1.043 ns
- # clock sinks: 1024
- Num CTS Buffers: 103
- Slowest cell on crit path: clkdlybuf4s50_1
- Max Fanout on Critical Path: 32
- Pre-Repair DR Iteration Count: 5
- Critical Path End Type: primary output
- #FFs+latches synth: 1024
- Routed vias: 19.77k
- Post-layout period usage: 0.8871
- PwrDens: 272.8 nW/um2
- Final wirelength: 91770 um
- Crit path capture: oRdata[4]
- Warnings, synthesis: 1
- Final setup vio count: 0
- Clk slew on worst S/H paths: 0.06 ns
- Yosys Chip Area: 39100 um2
- Core ar.: 77470 um2
- Hold-fix buffers, CTS: 0
- Commonest flop: edfxtp_1
- Initial DRC Count: 937
- Syn Inst Count: 2075
- Setup bufs post-CTS: 0
- Gr ovfl total: 0
- Worst path most repeated cell: clkdlybuf4s50_1
- Slew HR: 0.3454
- TritonCTS clock tree: yes
- Global routing's busiest layer: met2
- Initial antenna violation count: 1
- Largest net degree at the start of global routing: 94
- WP buf/inv: 3
==> layout make-up <==
cell class / instances / area (um2)
flip-flops and latches: 1024 / 30750
clock inverters: 71 / 793.3
diodes: 2 / 5.005
multi-input cells: 925 / 7955
repair buffers: 168 / 1529
clock buffers: 120 / 2684
well taps: 1040 / 1301
fillers: 5585 / 32450
==> where the power goes <==
part	leakage (uW)	switching [uW]	total, uW	internal, uW
registers	0.00922	14.0	6470	6450
logic	0.00454	342	561	219
clock network	0.00172	2070	5250	3180
==> Yosys cell counts (2+ instances only) <==
library cell	instances	share of area
buf_2	81	0.010
buf_4	2	0.00038
buf_6	19	0.0055
clkbuf_1	23	0.0022
edfxtp_1	1024	0.79
mux2i_1	512	0.13
nand2_1	34	0.0033
nand3_1	2	0.00026
nand3b_1	4	0.00077
nand4b_1	4	0.00090
nand4bb_1	6	0.0017
nor2_1	29	0.0028
nor3_1	4	0.00051
nor4_1	64	0.010
o22ai_1	256	0.041
or3b_2	3	0.00067
or4b_4	3	0.0011
==> cells by family after synthesis <==
logic type             synth area share
DFF                              0.7864
AOI/OAI and AO/OA               0.04096
muxes                            0.1311
buffers and inverters           0.01853
and+or+nand+nor                 0.02304
==> per-stage QoR <==
step / power [uW] / cells / cell area, um2
after floorplan: 6866 / 2075 / 39100
after global placement: 7142 / 3157 / 41530
after detailed placement: 7153 / 3157 / 41530
after CTS: 12380 / 3348 / 45010
after global routing: 12650 / 3349 / 45010
final: 12280 / 3350 / 45020
==> worst min path at each step <==
| stage | endpoint | slack (ns) |
|---|---|---|
| 5_1_grt | mem[9][0] | 1.64 |
| 4_1_cts | mem[18][28] | 1.61 |
| 6_report | mem[25][0] | 1.64 |
==> routing by layer <==
metal	wire, um	share of wire
met1	31090	0.34
met2	43030	0.47
met3	15320	0.17
met4	2332	0.025
met5	0	0
Power is estimated from default activity; no workload was simulated.
