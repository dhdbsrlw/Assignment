==> flow/design.v <==
module regfile(
  input logic iClk,
  input logic iReset,
  input logic [4:0] iRaddr1, iRaddr2, iWaddr,
  input logic iWe,
  input logic [31:0] iWdata,
  output logic [31:0] oRdata1, oRdata2
);
  logic [31:0] regs[31:0];
  integer i;
  always_ff@(posedge iClk, posedge iReset)
    if(iReset)
      for(i=0; i<32; i=i+1)
        regs[i] <= 0;
    else if(iWe & (iWaddr!=0))
      regs[iWaddr] <= iWdata;
  assign oRdata1 = regs[iRaddr1];
  assign oRdata2 = regs[iRaddr2];
endmodule
==> flow/run.sh <==
#!/bin/bash
# OpenROAD 26Q1-2900-gdf79404cd8, Yosys 0.63+post, stock flow scripts
make -C /OpenROAD-flow-scripts/flow DESIGN_CONFIG=/design/flow/config.mk WORK_HOME=/design/flow/orfs finish
==> flow/config.mk <==
export PLATFORM = sky130hd
export DESIGN_NAME = regfile
export DESIGN_NICKNAME = regfile
export VERILOG_FILES = /design/flow/design.v
export SDC_FILE = /design/flow/constraint.sdc
export NUM_CORES = 4
export LEC_CHECK = 1
export CORE_UTILIZATION = 40
==> flow/constraint.sdc <==
current_design regfile

set clk_period 14.6
set clk_io_pct 0.2

create_clock -name clk0 -period $clk_period [get_ports {iClk}]

set non_clock_inputs [all_inputs -no_clocks]
set_input_delay [expr $clk_period * $clk_io_pct] -clock clk0 $non_clock_inputs
set_output_delay [expr $clk_period * $clk_io_pct] -clock clk0 [all_outputs]
==> run notes <==
Notes on the physical implementation.

- The chip height is 360 um, for reference.
- The last weighted congestion value of the routability-driven placer is 1.08, for reference.
- The number of setup violations in the final report is 0, for reference.
- As logged by OpenROAD, the buffers inserted on ports number 113.
- The worst setup path is launched from an input port.
- TritonCTS built the clock tree.
- The total standard cell area after synthesis is 51,400 um2, for reference.
- The fraction of registers with async set or reset after synthesis is 100%, for reference.
- The via count normalized by instance count is 7.36, for reference.
- The total leakage power is 25.4 nW, for reference.
- The floorplan core density is 40.3%, for reference.
- Once detail routing completed, the nets flagged for antenna violations numbered 0.
- The run finished with clean final reports.
- The synthesis stats list as the most numerous cell sky130_fd_sc_hd__dfrtp_1.
- The detailed router reported a total wirelength of 272,000 um.
- The post-route netlist has 33.7% of its cells at a drive strength greater than 1.
- The finished layout holds 6,169 standard cells, fillers aside.
- According to the I/O placement log, the pin count is 114.
- The cell count listed in synth_stat.txt is 4,394, for reference.
- The synthesized netlist contains 67 unique library cells.
- The number of cells upsized or downsized after cts is 0, for reference.
- The via count of the first global-routing pass came to 44,200.
- The synthesized design devotes to its leading area cell type 49.9% of total area.
- The number of synthesized flops with an enable pin is 0, for reference.
- The clock sink count is 1,024, for reference.
- The critical path class is in -> out, for reference.
- On the critical path the data arrives at 7.72 ns.
- Looking at the global route congestion table, the highest-usage layer is met2.
- The library cell with the largest summed area after synthesis is sky130_fd_sc_hd__dfrtp_1, for reference.
- The clock reaches the later pin of the worst-skew pair after 0.74 ns.
- The longest clock path from root to sink contains 3 buffers.
- Yosys printed 2 warnings.
- For this run, global-route usage on met3 was measured as 30.9%.
- The transition time at the pin with the least slew margin is 1.20 ns, for reference.
- The post-synthesis share of cell area spent on and, or, nand and nor gates is 7.43%, for reference.
- The number of placed instances, taps included, is 5,933.
- Detailed placement ended at an HPWL of 164,000 um.
- The worst pin sits at a relative slew slack of 19.8%.
- The total global routing track utilization is 43.3%, for reference.
- Counting instances in the post-synthesis netlist gives the leading cell types as 1,024 x sky130_fd_sc_hd__dfrtp_1, 996 x sky130_fd_sc_hd__mux2_2, 750 x sky130_fd_sc_hd__a22oi_1.
- Note that the worst hold path type here is reg -> reg.
- The final timing report lists a max-slew violation count of 0.
- The initial antenna violation count is 19.
- For this sky-water flow run, the detailed-routed wirelength per cell is reported as 44.1 um.
- The maximum number of pins on one net before global-route repair is 124, for reference.
- The first global-routing pass estimated 371,000 um of wire.
- The final timing summary puts the cycle share of the worst path at 72.9%.
- The final worst slack is 3.96 ns, for reference.
- Total power for the finished layout comes to 8.11 mW.
- The required time of the critical path is 11.68 ns, for reference.
- The total die size is 130,000 um2, for reference.
- The post-placement worst setup slack is 4.56 ns, for reference.
- After filler insertion, the fill cell instance count of the layout stands at 11,500.
- The sequential-to-total area share from yosys stat is 49.9%, for reference.
- Setup repair after global routing left no endpoint under its margin.
- The number of remaining DRC errors is 0, for reference.
- After synthesis, the share of cell area in mux cells is 23.0%.
- The area fraction in compound gates is 15.6%, for reference.
- After synthesis, the cell types taking the most area are sky130_fd_sc_hd__dfrtp_1 50%, sky130_fd_sc_hd__mux2_2 22%, sky130_fd_sc_hd__a22oi_1 11%.
- The largest registers in the layout are regs (1024).
- The number of placement rows is 131, for reference.
- The post-synthesis share of cell area spent on full adders, half adders and majority gates is 0%, for reference.
- Between clock sinks in the finished design, the worst skew comes to 0 ns.
- The iteration tally of the first detailed-router pass is 9, for reference.
- The number of synthesized register bits is 1,024, for reference.
- The largest fanout of any net on the critical path is 41, for reference.
- The floorplan step defined a core boundary enclosing 128,000 um2.
- The register with the most flip-flops in the layout has 1,024 of them.
- The count of mapped cells out of synthesis is 4,394, for reference.
- The maximum level of the CTS H-tree is 3, for reference.
- Buffers inserted during clock tree synthesis total 112.
- After global routing the overflow that remains totals 0.
- The leading register cell type out of synthesis is sky130_fd_sc_hd__dfrtp_1, for reference.
- The via total after detailed routing is 45,400, for reference.
- In this run the clock root is driven by a sky130_fd_sc_hd__clkbuf_16.
- The post-cts hold buffer count is 0, for reference.
- The met2 track demand over resource in global routing is 55.0%, for reference.
- The top achievable clock speed is 94.0 MHz, for reference.
- The worst hold margin is 0.404 ns, for reference.
- The number of setup buffers added after CTS is 0.
- The worst-case IR drop observed on VDD is 106 uV.
- The stage logs contain a warning count of 37.
- The routed design could run at a clock period as short as 10.64 ns.
- For this block, the initial DRC count from the detailed router was 5,907.
- The register with the most flip-flops is regs, for reference.
- The synthesis run identifies the leading combinational cell family as multiplexers.
- The registers of the reported paths see a clock transition of 0.06 ns.
- The layout overhead on the synthesized area is 14.1%, for reference.
- The die width is 360 um, for reference.
- The synthesized netlist devotes 0% of its cell area to XOR and XNOR gates.
- The kind of end point of the critical path is an output port, for reference.
- The max-capacitance violation count is 0, for reference.
- Power spread over the standard cell area amounts to 138 nW/um2.
- The total cell area reported by yosys after synthesis is 51,400 um2, for reference.
- The number of failing hold endpoints at the final stage is 0, for reference.
- The global routing met1 resource utilization is 53.6%, for reference.
- The average instance in the mapped netlist occupies 11.7 um2.
## where the power goes
part | switching [mW] | internal, mW
combinational | 0.565 | 0.604
sequential | 0.580 | 3.37
clock | 1.27 | 1.73
## worst max-delay path, cell delays in order
cell and delay, ns:
sky130_fd_sc_hd__buf_4 0.57, sky130_fd_sc_hd__buf_4 0.67, sky130_fd_sc_hd__or3b_1 0.74, sky130_fd_sc_hd__nor2_4 0.32
sky130_fd_sc_hd__buf_4 0.44, sky130_fd_sc_hd__a32oi_1 0.28, sky130_fd_sc_hd__nand4_1 0.12, sky130_fd_sc_hd__nor4_1 0.82
sky130_fd_sc_hd__a21oi_1 0.27, sky130_fd_sc_hd__clkdlybuf4s50_1 0.47
## worst paths after layout
path	depth (start not counted)	to	start	slack, ns
worst max-delay path	10	oRdata2[0]	iRaddr2[1]	3.96
worst min-delay path	0	regs[0][28]$_DFFE_PP0P_	regs[0][28]$_DFFE_PP0P_	0.40
worst min register to register	0	regs[0][28]$_DFFE_PP0P_	regs[0][28]$_DFFE_PP0P_	0.40
worst max register to register	1	regs[27][13]$_DFFE_PP0P_	regs[27][13]$_DFFE_PP0P_	13.67
max in group asynchronous	6	regs[23][2]$_DFFE_PP0P_	iReset	8.75
min in group asynchronous	2	regs[2][4]$_DFFE_PP0P_	iReset	2.59
## cells by family (layout without fill, tap and decap cells)
logic type	after synthesis	in the layout
compound gates	1077	1077
mux	1052	1052
flops	1024	1024
simple gates	778	778
buf+inv	463	554
other cells	0	22
## routing by layer
metal / up-vias / wire, um
li1: 16800 / -
met1: 22500 / 94400
met2: 4485 / 104000
met3: 1538 / 50000
met4: 32 / 23000
met5: - / 365
## area by class of cell
type                    count  area, um2  share of cell area [%]
flip-flops and latches   1024      25600                    43.7
inverters                   7       30.0                  0.0513
clock inverters            50        637                    1.09
repair buffers            333       2780                    4.74
clock buffers             164       3180                    5.42
well taps                1662       2080                    3.55
multi-input cells        2907      24200                    41.3
diodes                     22       55.1                  0.0940
## through the flow
stage | utilization [%] | instance area [um2] | setup TNS (ns)
detailed placement | 42.9 | 54700 | 0
global placement | 42.9 | 54700 | 0
floorplan | - | 51400 | -2492.35
CTS | 45.9 | 58500 | 0
global route | 45.9 | 58500 | 0
finish | 45.9 | 58600 | 0
## cell usage in the layout, fill, tap and decap left out, types with 9 or more instances in the layout
| cell | count |
|---|---|
| sky130_fd_sc_hd__nand2_2 | 13 |
| sky130_fd_sc_hd__mux2_2 | 996 |
| sky130_fd_sc_hd__clkdlybuf4s50_1 | 106 |
| sky130_fd_sc_hd__clkinv_2 | 19 |
| sky130_fd_sc_hd__dfrtp_1 | 1024 |
| sky130_fd_sc_hd__nand4_1 | 101 |
| sky130_fd_sc_hd__a21oi_1 | 84 |
| sky130_fd_sc_hd__diode_2 | 22 |
| sky130_fd_sc_hd__nor3_1 | 52 |
| sky130_fd_sc_hd__a22o_1 | 35 |
| sky130_fd_sc_hd__a32oi_1 | 17 |
| sky130_fd_sc_hd__nand3_1 | 50 |
| sky130_fd_sc_hd__nor4_1 | 34 |
| sky130_fd_sc_hd__clkbuf_16 | 112 |
| sky130_fd_sc_hd__nor2b_1 | 9 |
| sky130_fd_sc_hd__nor2_4 | 71 |
| sky130_fd_sc_hd__nor2_1 | 104 |
| sky130_fd_sc_hd__nand2b_1 | 19 |
| sky130_fd_sc_hd__nand3b_1 | 9 |
| sky130_fd_sc_hd__a31oi_1 | 21 |
| sky130_fd_sc_hd__bufinv_16 | 12 |
| sky130_fd_sc_hd__clkbuf_1 | 34 |
| sky130_fd_sc_hd__mux2i_1 | 45 |
| sky130_fd_sc_hd__mux2_1 | 9 |
| sky130_fd_sc_hd__o32a_1 | 14 |
| sky130_fd_sc_hd__a2bb2oi_1 | 9 |
| sky130_fd_sc_hd__and3_1 | 14 |
| sky130_fd_sc_hd__a211oi_1 | 10 |
| sky130_fd_sc_hd__a222oi_1 | 22 |
| sky130_fd_sc_hd__o21ai_0 | 30 |
| sky130_fd_sc_hd__buf_4 | 219 |
| sky130_fd_sc_hd__a221oi_1 | 26 |
| sky130_fd_sc_hd__nand2_1 | 239 |
| sky130_fd_sc_hd__a22oi_1 | 750 |
| sky130_fd_sc_hd__o22ai_1 | 12 |
| sky130_fd_sc_hd__a2111oi_0 | 10 |
| sky130_fd_sc_hd__clkbuf_8 | 18 |
Power and IR drop assume default switching activity.
